## flow/config.mk

```make
export PLATFORM = sky130hd
export DESIGN_NAME = CK4mode
export DESIGN_NICKNAME = CK4mode
export VERILOG_FILES = /design/flow/design.v
export SDC_FILE = /design/flow/constraint.sdc
export NUM_CORES = 4
export LEC_CHECK = 1
export CORE_UTILIZATION = 30
```

## flow/constraint.sdc

```tcl
current_design CK4mode

set clk_period 3.8
set clk_io_pct 0.2

create_clock -name clk0 -period $clk_period [get_ports {clk}]

set non_clock_inputs [all_inputs -no_clocks]
set_input_delay [expr $clk_period * $clk_io_pct] -clock clk0 $non_clock_inputs
set_output_delay [expr $clk_period * $clk_io_pct] -clock clk0 [all_outputs]
```

## flow/design.v

```verilog
`timescale 1ns / 1ps
module CK4mode(
input clk,
input reset,
input S,
output Y
    );
wire c1,c2;
Chiatanso1hz mode1 (clk, reset, c1);
Chiatanso2hz mode2 (clk, reset, c2);
Mux4_1 mux (clk, S, c1, c2, Y); 
endmodule
`timescale 1ns / 1ps
module Chiatanso1hz
  #(parameter N= 26, M = 50000000)
( input wire clk, reset,
 output wire q
 );
reg [N-1:0] r_reg;
wire [N-1:0] r_next;
always @(posedge clk, posedge reset)
if (reset)
r_reg <= 0;
else
r_reg<=r_next;
assign r_next = (r_reg==M)?0:r_reg + 1;
assign q=(r_reg<M/2)?0:1;
endmodule
`timescale 1ns / 1ps
module Chiatanso2hz
#(parameter N= 26, M = 12500000)
( input wire clk, reset,
 output wire q
 );
reg [N-1:0] r_reg;
wire [N-1:0] r_next;
always @(posedge clk, posedge reset)
if (reset)
r_reg <= 0;
else
r_reg<=r_next;
assign r_next = (r_reg==M)?0:r_reg + 1;
assign q=(r_reg<M/2)?0:1;
endmodule
`timescale 1ns / 1ps
module Mux4_1(
input wire clk, 
input sel, 
input w0, w1,
output reg Y);
always @(posedge clk)
case(sel)
2'b00: Y = w0;
2'b01: Y = w1;
endcase
endmodule
```

## flow/run.sh

```bash
#!/bin/bash
# OpenROAD 26Q1-2900-gdf79404cd8, Yosys 0.63+post, stock flow scripts
make -C /OpenROAD-flow-scripts/flow DESIGN_CONFIG=/design/flow/config.mk WORK_HOME=/design/flow/orfs finish
```

==> metrics.yaml <==
run_status:
  status: "finished clean"
clocking:
  cts_resized: 0
  ctsHoldBuffers: 0
  cts_tree: "done"
  post_cts_buffers: 0
  clock_latency_ps: 300
  htree_levels: 2
  numCtsBuffers: 5
  clkSinkCount: 53
  path_clk_slew_ps: 90
  ctsLongestPathBuffers: 2
  cts_root_buf: "clkbuf_8"
route:
  postRouteAntennaNets: 0
  wl_per_cell_um: 13.0
  drt_iter0_drc: 116
  drtPass1Iterations: 4
  routed_wl_mm: 4.92
  via_count: 1952
  drcViolationCount: 0
  vias_per_cell: 5.14
  antenna_cells: 0
logic_synthesis:
  edf_count: 0
  ff_type: "dfrtp_1"
  synth_top_area_share: 0.495
  topCellsByArea: "dfrtp_1, xnor2_1, nand3_1, nor2_1, xor2_1"
  synth-seq-cells: 53
  ys_chip_area_sq_um: 2630
  synth_area_per_cell_sq_um: 9.81
  ys_types: 39
  top_area_cell: "dfrtp_1"
  syn_inst: 268
  yosysWarnings: 3
  ys_seq_share: 0.503
  synth_stat.cells: 268
  async_flop_share: 0.981
  syn-cell-area_sq_um: 2630
cells_and_area:
  lay_top_cells: "dfrtp_1, nor2_1, xnor2_1, nand3_1, nand2_1"
  drive_above_1_share: 0.0545
  syn2layout_area_growth_pct: 9.04
  stdcell_count: 380
  fill_cells: 841
  final_area_sq_um: 2870
  layout_top_cell: "dfrtp_1"
  final_util: 0.344
critical_path:
  worst_path_most_repeated_cell: "or4_1"
  cpMaxStageDelayCell: "or4_1"
  endpoint_kind: "flop"
  cp-start-kind: "flop"
  reg2reg_from: "mode1.r_reg[10]"
  worstPathArrival_ps: 2500
  worstSetupPathType: "flop to flop"
  cp_max_fo: 7
  cp.required_ps: 4000
  path_cells: "or4_1 -> or4_1 -> or3_1 -> and2_4"
  startpoint: "mode1.r_reg[10]"
  cpPeakStageDelay_ps: 570
placement:
  hpwl_mm: 3.44
  place.port_buffers: 3
  dpl_cell_area_sq_um: 2790
  placedCellCount: 372
  gp_congestion: 0.820
final_timing:
  fin_worst_skew_ps: 9.32
  fin_crit_sh: 0.606
  relSlewSlack: 0.402
  fin_crit_ps: 2300
  grt_setup_unrepaired: "no"
  finalSetupTns_ps: 0
  worst_pin_slew_ps: 889
  setup_viol: 0
  finalHoldViolations: 0
  drv_slew: 0
  fmax_mhz: 435
floorplanning:
  die_h_um: 95.6
  rows: 33
  boundaryPins: 4
  die_x_um: 95.6
  initial_core_util: 0.315
  core-area_sq_um: 8340
  dieArea_sq_um: 9140
power_and_ir_drop:
  irDropWorstVdd_v: 0.000133
  p_per_area_nw_per_um2: 309
  leakage_nw: 1.20
  power.total_uw: 885
flow_run:
  warning_count: 27
  cap_violations: 0
global_routing:
  groute.usage.overall: 0.124
  antenna_found_initial: 0
  grt_start_max_net_pins: 34
  grt_pass1_vias: 1897
  grt_first_pass_wirelength_mm: 8.89
  overflow: 0
worst_hold_path:
  holdCritPathClass: "flop to flop"
  hold_start: "mode2.r_reg[0]"
==> cells by family after synthesis <==
group | Yosys count | share of synthesized area
mux | 1 | 0.00381
simple gates | 138 | 0.277
buf+inv | 16 | 0.0233
xor+xnor | 42 | 0.140
fa+ha+maj | 4 | 0.0190
flops | 53 | 0.503
compound gates | 14 | 0.0343
==> power breakdown <==
group,internal (mW),total (mW),switching (mW)
Combinational,0.00402,0.0158,0.0117
Sequential,0.564,0.564,0.000115
Clock,0.130,0.305,0.176
Total,0.698,0.885,0.187
==> path summary, 6_finish.rpt <==
kind / end / slack [ps] / cells after the start
worst max-delay path: mode1.r_reg[1] / 1500 / 4
worst min-delay path: mode2.r_reg[0] / 490 / 1
worst max register to register: mode1.r_reg[1] / 1500 / 4
worst min register to register: mode2.r_reg[0] / 490 / 1
max in group asynchronous: mode2.r_reg[23] / 2160 / 3
min in group asynchronous: mode2.r_reg[0] / 890 / 2
==> final cells by class <==
cell class / count / area (sq um) / area share
clock inverters: 1 / 5.00 / 0.00175
flip-flops and latches: 53 / 1320 / 0.461
well taps: 105 / 131 / 0.0458
clock buffers: 7 / 76.3 / 0.0266
repair buffers: 6 / 52.6 / 0.0183
multi-input cells: 199 / 1250 / 0.435
inverters: 9 / 33.8 / 0.0118
==> layer usage <==
layer,wire length (um),vias up,global-route usage
li1,-,949,-
met1,2500,964,0.197
met2,2150,33,0.189
met3,199,6,0.0187
met4,70,0,0.0187
met5,0,-,0
==> Yosys cell counts (3+ instances only) <==
master	count
nor4_1	5
ha_1	4
and3_1	9
nand2_1	18
nor3_1	5
or4_1	3
xor2_1	13
nor4b_1	3
nor2_1	36
inv_1	9
dfrtp_1	52
clkbuf_1	6
nand3_1	28
nand4_1	16
xnor2_1	29
o21ai_1	5
==> through the flow <==
stage,hold slack (ps),setup slack (ps)
after floorplan,455,1630
after global placement,473,1550
after detailed placement,482,1520
after CTS,495,1500
after global routing,520,1400
final,492,1500
==> worst max-delay path: cells and delay by family (launching register included) <==
family	cells	cell delay [ps]
AND/OR/NAND/NOR	4	1770
flip-flops	1	420
Power figures rest on the tool's default switching activity, not on a simulated workload.
