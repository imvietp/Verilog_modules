$ cat flow/design.v
`timescale 1ns / 1ps
module machdich(
 input clk,reset,ss,
 input [1:0] mode,
 output reg [7:0] led 
    );
  reg [1:0] TT_led;
  reg a;
  reg b;
  reg i;
  reg t;
  reg s;
initial a = 0;
initial b = 0;
initial i = 0;
initial t = 0;
initial s = 0;
 always @(posedge clk,posedge reset) begin
  if(reset==1'b1)
  begin
  led = 8'h00;
     a = 0;
   b = 0;
     i = 0;
   s = 0;
     t = 0;
  end
  else
  begin
   if(ss==1'b0)
   begin
    if(TT_led!=mode)
     led = 8'h00;
     else if(mode==2'b10)
     begin
          a = 0;
       b = 0;
       i = 0;
       t = 0;
       if(s == 1)
        led = 8'b00000001;
      else
     if(led==8'b00000000)
      led=8'b00010100;
     else
               begin     
     led = led - 1;  
      if(led == 8'b00000001)
        s = s +1;
             end
            end 
     else if(mode==2'b00)
     begin
         a = 0;
       b = 0;
       i = 0;
       s = 0; 
      if( t == 0 )
      begin
      if (led == 8'b00000000)
          led = 8'b00000100;
        else
      begin
       led = (led<<1) + 8'h04;
      if(led == 8'b11111100)
       t = 1;
      end
      end
      else
       begin
             if(led[7:2] == 6'b111111)
        led[7:2] = 6'b011111;
       else
      begin
       led[7:2] = led[7:2] >> 1;
       if(led[7:2] == 8'h00)
      begin
       t=0;
      end
      end
      end
    end
    else if(mode==2'b01)  
    begin
     a = 0;
     b = 0;
         s = 0;
       t = 0;
     i = 0; 
     if(led==8'b00000000)
      led=8'b11111100;
     else
               begin      
     led = (led<<1) ;
      if(led == 8'h00)
                    i = i + 1;
               end 
            end  
            else if(mode==2'b11)  
    begin
     a = 0;
     b = 0;
         s = 0;
       t = 0;
     i = 0;
      if (led == 8'hFC)
           led = 8'h00;
        else
        if((led[4:2]==4'b0000)&&(led[7:5]==4'b0000))
        begin
       led[4:2]=3'b001;
       led[7:5]=3'b100;
        end
        else
        begin
                     led[4:2]=(led[4:2]<<1)+3'b001;
       led[7:5]=(led[7:5]>>1)+3'b100;
        end
      end  
   end
   else
    led = led;
   TT_led = mode;
  end
 end
endmodule
$ cat flow/run.sh
#!/bin/bash
# OpenROAD 26Q1-2900-gdf79404cd8, Yosys 0.63+post, stock flow scripts
make -C /OpenROAD-flow-scripts/flow DESIGN_CONFIG=/design/flow/config.mk WORK_HOME=/design/flow/orfs finish
$ cat flow/config.mk
export PLATFORM = sky130hd
export DESIGN_NAME = machdich
export DESIGN_NICKNAME = machdich
export VERILOG_FILES = /design/flow/design.v
export SDC_FILE = /design/flow/constraint.sdc
export NUM_CORES = 4
export LEC_CHECK = 1
export CORE_AREA = 10 10 97 97
export DIE_AREA = 0 0 107 107
$ cat flow/constraint.sdc
current_design machdich

set clk_period 2.5
set clk_io_pct 0.2

create_clock -name clk0 -period $clk_period [get_ports {clk}]

set non_clock_inputs [all_inputs -no_clocks]
set_input_delay [expr $clk_period * $clk_io_pct] -clock clk0 $non_clock_inputs
set_output_delay [expr $clk_period * $clk_io_pct] -clock clk0 [all_outputs]
==> impl_metrics.toml <==
# generated from flow reports
[global_routing]
track_usage = 0.0686
top_usage_layer = "met2"
grt_pass1_vias = 1206
gr-usage-met3 = 0.0158
grt_max_degree = 18
gr-usage-met1 = 0.101
globalRoute.totalOverflow = 0
antenna_found_initial = 0
grt_use_met2 = 0.104
grt_pass1_wl_um = 6510

[yosys]
syn_inst = 157
ys_chip_area_mm2 = 0.00125
top_cells_by_count = "15 x sky130_fd_sc_hd__a21oi_1, 11 x sky130_fd_sc_hd__nand2_1, 10 x sky130_fd_sc_hd__dfrtp_1, 8 x sky130_fd_sc_hd__nand3_1, 8 x sky130_fd_sc_hd__nor2_1"
synth_area_leader_cell = "sky130_fd_sc_hd__dfrtp_1"
netlist-cell-type-count = 53
synth.yosys.num_cells = 157
postSynthAreaPerCell_um2 = 7.99
count_of_library_flops_with_an_enable_pin = 2
yosys_most_used_dff = "sky130_fd_sc_hd__dfrtp_1"
ys_ff = 12
yosys.area.top_type_share = 0.199
mappedNetlistArea_mm2 = 0.00125
synth.top_cells.by_area = "sky130_fd_sc_hd__dfrtp_1 20%, sky130_fd_sc_hd__a21oi_1 6.0%, sky130_fd_sc_hd__ha_1 5.0%, sky130_fd_sc_hd__xnor2_1 4.9%, sky130_fd_sc_hd__edfxtp_1 4.8%"
synth_seq_share = 0.247
netlist.top_cell.by_instances = "sky130_fd_sc_hd__a21oi_1"
postSynth.asyncResetShare = 0.833
yosysWarningCount = 1

[clock_network]
clk_latency_ns = 0.24
post_cts.resized_instances = 0
clkSlewWorstSetupHoldPaths_ns = 0.05
ctsHoldBuffers = 0
cts_tree = "built"
max-clock-path-buffers = 2
clkSinkCount = 12
htree_levels = 1
buffer_cell_driving_the_clock_tree_root = "sky130_fd_sc_hd__clkbuf_8"
cts_setup_buffers = 0
cts_inserted_buffers = 3

[critical_path]
crit_path_cell_trace = "clkdlybuf4s50_1 -> xor2_1 -> o31a_1 -> nor2b_1 -> o22ai_1 -> and3_1"
worst_setup_path_start_kind = "primary input"
worstPathMaxFanout = 10
required_ns = 2.63
critPathMaxStageDelay_ns = 0.67
r2r-end = "led[4]"
crit-reg2reg-launch = "led[1]"
arrival_time_at_the_worst_endpoint_ns = 2.30
critPathKind = "primary input to flip-flop"
cp_top_family = "buffers and inverters"
critical_path.endpoint_type = "flip-flop"
crit_path_top_delay_cell = "sky130_fd_sc_hd__clkdlybuf4s50_1"
cp_buf_inv_count = 1
worst-r2r-cell-count = 7
r2r_slack_ns = 0.34

[final_timing]
period_needed_ns = 2.17
finalCritPeriodShare = 0.868
finalSetupTns_ns = 0
clock_skew_ns = 0.00142
setup_viol = 0
transition_at_the_pin_with_the_smallest_max_transition_slack_ns = 0.673
max_slew_violation_count = 0
setup_slack_ns = 0.331
final-hold-violation-count = 0
timing.max_slew.rel_slack = 0.551
highest_clock_rate_mhz = 461
unrepaired_setup_endpoints_after_global_routing = "no"

[power]
power.density_mw_per_mm2 = 544
power_leakage_nw = 0.555
total_power_mw = 0.837
peakVddDrop_mv = 0.388

[floorplanning]
die-width_um = 107
floorplan.rows = 31
num_io_pins = 13
chipHeight_um = 107
initial_core_util = 0.172
design.core.area_mm2 = 0.00729
chipArea_mm2 = 0.0114

[cells_and_area]
syn2layout_area_growth_pct = 22.6
n_fill_cell = 831
drive_above_1_share = 0.130
final_cell_count_no_fill = 268
multiInputGateArea_um2 = 857
ff_latch_area_um2 = 310

[place]
io_buffer_count = 12
worst_slack_placed_ns = 0.142
post-dp-hpwl_um = 2870
numPlacedInstances = 264
finalWeightedCongestion = 0.956

[drt]
drtIter0Drc = 205
routed_wl_um = 3770
routed_wire_length_per_instance_um = 14.0
route.detailed.drc = 0
vias = 1268
postRouteAntennaNets = 0
detailed_route_vias_per_instance = 4.73
drt_pre_antenna_iters = 4
antennaDiodeCount = 0

[flow_run]
tally_of_max_capacitance_violations = 0
stage_log_warnings = 28

[min_path]
hold_path.class = "primary input to asynchronous set/reset pin"

[run_status]
status = "complete, no violations"
[through the flow]
step	cell area [um2]	util	hold slack, ns
after detailed placement	1490	0.205	0.604
after CTS	1540	0.211	0.524
after global placement	1490	0.205	0.591
after floorplan	1250	-	0.363
after global routing	1540	0.211	0.555
final	1540	0.211	0.510
[worst max path at each step]
stage	startpoint	end	slack, ns	cells past startpoint
6_report	mode[0]	led[6]	0.33	6
5_1_grt	mode[0]	led[5]	0.19	6
4_1_cts	led[3]	led[3]	0.36	1
[logic make-up after synthesis]
kind of cell	Yosys count	share of synthesized area
DFF	12	0.247
muxes	1	0.00798
AOI/OAI and AO/OA	41	0.210
xor gates and xnor gates	11	0.0768
adders and majority gates	5	0.0499
buffers and inverters	18	0.0698
and+or+nand+nor	69	0.338
[routing by layer]
metal  share of wire  wire [um]  vias to the layer above
li1                -          -                      601
met2            0.43       1620                       74
met5               0          0                        -
met3           0.093        350                        4
met1            0.47       1770                      589
met4          0.0072         27                        0
[layout make-up]
class                           instances  share of cell area
Timing Repair Buffer                   20               0.117
Multi-Input combinational cell        127               0.557
Sequential cell                        12               0.202
Tap cell                               99              0.0805
Clock buffer                            4              0.0293
Inverter                                6              0.0146
[worst register-to-register path: stages, from the launching register on]
cell and delay (ns):
sky130_fd_sc_hd__dfrtp_1 0.48, sky130_fd_sc_hd__inv_1 0.20, sky130_fd_sc_hd__ha_1 0.27, sky130_fd_sc_hd__nor3b_1 0.34, sky130_fd_sc_hd__nand2_2 0.20, sky130_fd_sc_hd__a211oi_2 0.30
sky130_fd_sc_hd__o2111ai_1 0.16, sky130_fd_sc_hd__nand3_1 0.13
[layout by cell type (no fill, tap or decap), types with 6 or more instances in the layout]
cell,netlist,final
sky130_fd_sc_hd__a21oi_1,15,15
sky130_fd_sc_hd__buf_4,1,8
sky130_fd_sc_hd__clkdlybuf4s50_1,0,12
sky130_fd_sc_hd__dfrtp_1,10,10
sky130_fd_sc_hd__nand2_1,11,11
sky130_fd_sc_hd__nand3_1,8,8
sky130_fd_sc_hd__nand4_1,6,6
sky130_fd_sc_hd__nor2_1,8,8
sky130_fd_sc_hd__xnor2_1,7,7
[flip-flops by register name, summed over array words and instances, names as in the netlist]
register,cells
t,1
s,1
led,8
TT_led,2
[where the power goes]
group / switching [mW] / total, mW / internal (mW)
combinational: 0.182 / 0.357 / 0.175
clock: 0.0697 / 0.182 / 0.112
sequential: 0.0793 / 0.298 / 0.219
Power is estimated from default activity; no workload was simulated.
